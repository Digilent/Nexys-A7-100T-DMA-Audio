<file path="/design/flow/design.v">
`timescale 1ns / 1ps
module tone_generator #(
    parameter AXIS_DATA_WIDTH = 32,
    parameter AXIS_KEEP_WIDTH = AXIS_DATA_WIDTH / 8,
    parameter AXIS_CLK_DOMAIN = "",
    parameter TONE_FREQ = 261,
    parameter AUD_SAMPLE_FREQ = 96000,
    parameter PACKET_SIZE = 256,
    parameter PACKET_SIZE_CLOG2 = 8
) (
    input clk,
    (* X_INTERFACE_INFO = "xilinx.com:interface:axis:1.0 M_AXIS TDATA" *)
    (* X_INTERFACE_PARAMETER = "CLK_DOMAIN /processing_system/clk_wiz_0_clk_out1" *)
    output [AXIS_DATA_WIDTH-1:0] axis_tdata,
    (* X_INTERFACE_INFO = "xilinx.com:interface:axis:1.0 M_AXIS TVALID" *)
    output axis_tvalid,
    (* X_INTERFACE_INFO = "xilinx.com:interface:axis:1.0 M_AXIS TLAST" *)
    output axis_tlast,
    (* X_INTERFACE_INFO = "xilinx.com:interface:axis:1.0 M_AXIS TREADY" *)
    input axis_tready,
    (* X_INTERFACE_INFO = "xilinx.com:interface:axis:1.0 M_AXIS TKEEP" *)
    output [AXIS_KEEP_WIDTH-1:0] axis_tkeep
);
    localparam ACCUMULATOR_DEPTH = 32;
    localparam INCREMENT = 32'h00B22D0E; 
    assign axis_tvalid = 1;  
    reg [ACCUMULATOR_DEPTH-1:0] duty = 0;  
    always@(posedge clk)
        if (axis_tvalid & axis_tready) begin
            duty <= duty + INCREMENT;
        end
    assign axis_tdata = {{(AXIS_DATA_WIDTH-16){1'b0}}, duty[ACCUMULATOR_DEPTH-1:ACCUMULATOR_DEPTH-16]};
    reg [$clog2(PACKET_SIZE)-1:0] packet_count = 0;  
    always@(posedge clk)
        if (axis_tvalid & axis_tready) begin
            if (packet_count >= PACKET_SIZE)
                packet_count <= 'b0;
            else
                packet_count <= packet_count + 1;
        end
    assign axis_tlast = 1'b1; 
    assign axis_tkeep = 4'hF;  
endmodule
</file>
<file path="/design/flow/run.sh">
#!/bin/bash
# OpenROAD 26Q1-2900-gdf79404cd8, Yosys 0.63+post, stock flow scripts
make -C /OpenROAD-flow-scripts/flow DESIGN_CONFIG=/design/flow/config.mk WORK_HOME=/design/flow/orfs finish
</file>
<file path="/design/flow/config.mk">
export PLATFORM = sky130hd
export DESIGN_NAME = tone_generator
export DESIGN_NICKNAME = tone_generator
export VERILOG_FILES = /design/flow/design.v
export SDC_FILE = /design/flow/constraint.sdc
export NUM_CORES = 4
export LEC_CHECK = 1
export CORE_AREA = 10 10 111 111
export DIE_AREA = 0 0 121 121
</file>
<file path="/design/flow/constraint.sdc">
current_design tone_generator

set clk_period 5.0
set clk_io_pct 0.2

create_clock -name clk0 -period $clk_period [get_ports {clk}]

set non_clock_inputs [all_inputs -no_clocks]
set_input_delay [expr $clk_period * $clk_io_pct] -clock clk0 $non_clock_inputs
set_output_delay [expr $clk_period * $clk_io_pct] -clock clk0 [all_outputs]
</file>
==> impl_metrics.json <==
{
  "clk_latency_ns": 0.28,
  "critPathBufInv": 1,
  "critPathTopFamily": "buffers and inverters",
  "setup_ws_ns": 2.648,
  "p_per_area_nw_per_um2": 511.2,
  "core_area_sq_um": 9864,
  "leakage_uw": 0.0007447,
  "cts_resized": 0,
  "crit_arrival_ns": 1.35,
  "cp_slowest_cell": "clkdlybuf4s50_1",
  "cts.clk_slew.worst_paths_ns": 0.06,
  "grt-ovfl-total": 0,
  "grt_pass1_wl_um": 5871,
  "cp_cell_sequence": "clkdlybuf4s50_1",
  "largest_reg_flops": 31,
  "fin_area_sq_um": 2142,
  "grt_max_degree": 32,
  "grt_usage": 0.04841,
  "io_pins": 40,
  "swShare": 0.3315,
  "dpl-instance-area_sq_um": 2062,
  "die_h_um": 121,
  "drt_first_pass_iters": 4,
  "ys.warnings.count": 1,
  "required_ns": 4.00,
  "rsz0062_at_grt": "false",
  "setup_viol_count_final": 0,
  "chipWidth_um": 121,
  "antenna_found_initial": 0,
  "ys_seq_frac": 0.4791,
  "fin_crit_sh": 0.4704,
  "power_frac_seq": 0.488,
  "endpoint_kind": "output pin",
  "synth.largest_area_cell": "edfxtp_1",
  "finalHoldViolCount": 0,
  "clock-sinks": 31,
  "min_period_ns": 2.352,
  "ys_chip_area_sq_um": 1943,
  "synth_flops": 31,
  "power_frac_comb": 0.347,
  "cp_max_fo": 9,
  "die-area_sq_um": 14640,
  "cts_hold_buf": 0,
  "port_buffers": 17,
  "synth_area_sq_um": 1943,
  "drive_above_1_share": 0.04233,
  "postSynthAreaPerCell_sq_um": 10.50,
  "cts_tree": "built",
  "yosysCellCount": 185,
  "p_switching_uw": 363.1,
  "setup_tns_ns": 0,
  "worstSetupStartpointType": "flop",
  "clockBufferDepth": 2,
  "vias_per_cell": 3.789,
  "synth_cell_types": 34,
  "final_max_slew_viol_count": 0,
  "top_regs": "duty x31",
  "hold_path_class": "reg -> reg",
  "largest_register": "duty",
  "initial_utilization": 0.1970,
  "synth_cells": 185,
  "clockPowerShare": 0.165,
  "fin_skew_ns": 0.006411,
  "cap_violations": 0,
  "area_delta_synth_final_pct": 10.24,
  "worstSetupPathType": "reg -> out",
  "status": "finished clean",
  "cts-buffers-inserted": 5,
  "synthFlopType": "edfxtp_1",
  "cts_root_buffer": "clkbuf_8",
  "max_freq_mhz": 425.2,
  "rows": 36,
  "synth.area.top_cells": "edfxtp_1 48%, buf_4 15%, xnor2_1 5.9%",
  "dp_slack_ns": 2.814,
  "critPathMaxStageDelay_ns": 0.54,
  "drt_iter0_markers": 105,
  "wl_per_cell_um": 10.91,
  "routed_wl_um": 3512,
  "synth_top_area_share": 0.4791,
  "warning_count": 25,
  "htreeDepth": 2,
  "antenna_cells": 0,
  "postRouteAntennaNets": 0,
  "rrSetupSlack_ns": 3.04,
  "dp_hpwl_um": 2543,
  "vdd_drop_max_mv": 0.1453,
  "async_flop_share": 0,
  "synth-edff-count": 31,
  "gp_congestion": 0.8037,
  "via_count": 1220,
  "first_global_vias": 1220,
  "power.internal_uw": 732.0,
  "drc": 0,
  "cts_setup_buffers": 0
}
==> final timing paths <==
path | start | end | cells past startpoint
worst max-delay path | duty[23]$_DFFE_PP_ | axis_tdata[7] | 1
worst min-delay path | duty[7]$_DFFE_PP_ | duty[7]$_DFFE_PP_ | 1
worst max register to register | duty[17]$_DFFE_PP_ | duty[28]$_DFFE_PP_ | 5
worst min register to register | duty[7]$_DFFE_PP_ | duty[7]$_DFFE_PP_ | 1
==> logic make-up after synthesis <==
logic type               count (synthesis)  synth area share
AND-OR/OR-AND                           29            0.1107
flip-flops                              31            0.4791
other                                    2          0.003865
XOR/XNOR                                24            0.1082
adder cells (fa/ha/maj)                  1          0.006438
buffers and inverters                   46            0.1623
AND/OR/NAND/NOR                         52            0.1294
==> per-layer routing <==
metal | wire, um | GRT usage
met2 | 1560 | 0.07143
met3 | 315 | 0.02315
met4 | 29 | 0.005279
met5 | 0 | 0
met1 | 1606 | 0.06564
==> cell type report <==
type                       count  area [sq um]
clock inverter                 2         7.507
timing repair buffer          18         177.7
clock buffer                   6         72.57
multi-input combinational    128         772.0
fill                        1035          7722
sequential                    31         930.9
tap                          133         166.4
inverter                       4         15.01
==> cell usage after synthesis, types with 3 or more instances <==
cell / count
and3_1: 3
nor2_1: 12
buf_4: 38
o21ai_0: 7
inv_1: 4
a21oi_1: 3
nor3_1: 5
xor2_1: 11
xnor2_1: 13
clkbuf_1: 4
nand2b_1: 4
nand3_1: 7
nand2_1: 13
edfxtp_1: 31
==> through the flow <==
step	util	instances	hold WS [ns]	total power, uW
2_1_floorplan	-	205	0.5646	822.5
3_3_place_gp	0.2090	314	0.5966	918.5
3_5_place_dp	0.2090	314	0.6056	925.6
4_1_cts	0.2171	322	0.6198	1115
5_1_grt	0.2171	322	0.6463	1186
6_report	0.2171	322	0.6189	1095
==> placed cells by master, fill, tap and decap left out <==
cell	synthesis	final
a2111oi_0	1	1
a21o_1	2	2
a21oi_1	3	3
a31oi_1	2	2
a31oi_4	1	1
a41o_1	1	1
and2_1	1	1
and3_1	3	3
and4_1	1	1
buf_4	38	1
clkbuf_1	4	1
clkbuf_8	0	5
clkdlybuf4s50_1	0	17
clkinv_1	0	2
conb_1	2	22
edfxtp_1	31	31
ha_1	1	1
inv_1	4	4
nand2_1	13	13
nand2b_1	4	4
nand3_1	7	7
nand4_1	2	2
nor2_1	12	12
nor2b_1	2	2
nor3_1	5	5
o2111ai_1	1	1
o211ai_1	2	2
o21a_1	2	2
o21ai_0	7	7
o21bai_1	2	2
o31a_1	2	2
o31ai_1	2	2
o41a_1	1	1
or2_2	1	1
or4_1	1	1
xnor2_1	13	13
xor2_1	11	11
==> power by group through the flow <==
stage | Clock (uW) | Combinational (uW) | Sequential, uW
finish | 181 | 380 | 534
global route | 203 | 430 | 554
CTS | 189 | 390 | 536
Power and IR drop assume default switching activity.
