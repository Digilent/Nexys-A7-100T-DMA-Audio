==> flow/design.v <==
`timescale 1ns / 1ps
module fifo2audpwm #(
    parameter DATA_WIDTH = 8,
    parameter FIFO_DATA_WIDTH = 32
) (
    input wire clk,
    (* X_INTERFACE_INFO = "digilentinc.com:local_if:pwm_audio_rtl:1.0 PWM_AUDIO pwm" *)
    output wire aud_pwm,
    (* X_INTERFACE_INFO = "digilentinc.com:local_if:pwm_audio_rtl:1.0 PWM_AUDIO en" *)
    output reg aud_en,
    (* X_INTERFACE_INFO = "xilinx.com:interface:fifo_read:1.0 M_FIFO_READ RD_DATA" *)
    input [FIFO_DATA_WIDTH-1:0] fifo_rd_data,
    (* X_INTERFACE_INFO = "xilinx.com:interface:fifo_read:1.0 M_FIFO_READ RD_EN" *)
    output fifo_rd_en,  
    (* X_INTERFACE_INFO = "xilinx.com:interface:fifo_read:1.0 M_FIFO_READ EMPTY" *)
    input fifo_empty  
);
    reg [DATA_WIDTH+1:0] count = 0;
    reg [DATA_WIDTH:0] duty [3:0];
    assign fifo_rd_en = (fifo_empty == 0 && &count == 1'b1);
    always@(posedge clk)
        if (&count == 1'b1) begin
            count <= 0;
            if (fifo_empty == 0) begin
                aud_en <= 1;
                duty[0] <= fifo_rd_data[7:0];
                duty[1] <= fifo_rd_data[15:8];
                duty[2] <= fifo_rd_data[23:16];
                duty[3] <= fifo_rd_data[31:24];
            end else
                aud_en <= 0;
        end else
            count <= count + 1;
    assign aud_pwm = count[DATA_WIDTH-1:0] <= duty[count[DATA_WIDTH+1:DATA_WIDTH]];
endmodule
==> flow/run.sh <==
#!/bin/bash
# OpenROAD 26Q1-2900-gdf79404cd8, Yosys 0.63+post, stock flow scripts
make -C /OpenROAD-flow-scripts/flow DESIGN_CONFIG=/design/flow/config.mk WORK_HOME=/design/flow/orfs finish
==> flow/config.mk <==
export PLATFORM = sky130hd
export DESIGN_NAME = fifo2audpwm
export DESIGN_NICKNAME = fifo2audpwm
export VERILOG_FILES = /design/flow/design.v
export SDC_FILE = /design/flow/constraint.sdc
export NUM_CORES = 4
export LEC_CHECK = 1
export CORE_UTILIZATION = 30
==> flow/constraint.sdc <==
current_design fifo2audpwm

set clk_period 3.0
set clk_io_pct 0.2

create_clock -name clk0 -period $clk_period [get_ports {clk}]

set non_clock_inputs [all_inputs -no_clocks]
set_input_delay [expr $clk_period * $clk_io_pct] -clock clk0 $non_clock_inputs
set_output_delay [expr $clk_period * $clk_io_pct] -clock clk0 [all_outputs]
==> qor.yml <==
status: "completed"
tightest_slew_ns: 0.434
die-area_mm2: 0.00636
cp.depth: 8
tool_warnings: 25
critical_path_class: "reg -> out"
numSynthFlops: 43
overflow: 0
ys_seq_frac: 0.657
crit_path_end_kind: "output port"
crit_arrival_ns: 2.20
async_reset_ff_frac: 0
layout-drive-gt1-share: 0.183
cp_cell_sequence: "buf_4, mux4_2, inv_1, ha_1, nand4_1, or3_1, o211ai_1, clkbuf_2"
viasPerCell: 4.53
hold_viol_final: 0
drc: 0
hold_class: "reg -> reg"
start_kind: "register"
setup_tns_ns: 0
die_w_um: 79.8
post_drt_wl_per_cell_um: 12.2
grt_max_degree: 33
crit_fanout: 3
fp-utilization: 0.320
fin_crit_sh: 0.934
dr.pass1.iters: 5
place_ws_ns: 0.0647
fin_util: 0.423
synth.avg_cell_area_um2: 15.5
rrSetupSlack_ns: 1.06
post_dp_cell_area_mm2: 0.00230
fp.dieH_um: 79.8
worstHoldPathCells: 1
setup_violations: 0
cts_made_buffers: 5
vias: 1069
port-buffer-count: 36
layout-area-overhead-vs-synth_pct: 32.2
yosys_cells: 117
syn_area_mm2: 0.00181
slew_violations: 0
cp_num_buf_inv: 3
drtIter0Drc: 52
required_ns: 2.40
fin_skew_ns: 0.00369
post-route-cell-area_mm2: 0.00240
insertion_delay_ns: 0.29
cts_buffer_depth: 2
pin_count: 37
grt_pass1_vias: 1122
p_leak_nw: 0.906
rsz0062_at_grt: "no"
path_clk_slew_ns: 0.08
final_cells: 236
diodes: 0
ff_type: "edfxtp_1"
grt_pass1_wl_um: 4950
placementRows: 27
dp_cells: 228
routabilityCongestion: 0.817
powerDensity_mw_per_mm2: 465
finalCriticalPeriod_ns: 2.80
grt_usage: 0.105
slowest_delay_ns: 0.48
yosysUniqueCellTypes: 31
cts_root_buf: "clkbuf_8"
critPathTopFamily: "simple AND/OR/NAND/NOR gates"
edf_count: 33
setup_ws_ns: 0.198
dp_hpwl_um: 2180
cts_num_sinks: 43
r2r_cells: 5
core_area_mm2: 0.00568
ys_chip_area_mm2: 0.00181
postRouteAntennaNets: 0
slew_headroom: 0.709
htreeDepth: 2
synth_cells: 117
cap_violations: 0
wl_um: 2880
grt_antenna_before_repair: 0
max_freq_ghz: 0.357
ir_drop_mv: 0.249
cts_tree: "done"
synth-warning-count: 2
crit_slowest_cell: "mux4_2"
[synth_stat cells, drive strengths merged (2+ instances only)]
cell    count  area share
edfxtp     33        0.55
inv        13       0.027
dfxtp      10        0.11
ha          9       0.062
mux4        8       0.099
nand3       7       0.022
nor2        4      0.0083
xor2        4       0.019
a21oi       3       0.010
nand2       3      0.0062
nand4       3       0.010
nor3        3       0.011
buf         2      0.0069
o21ai       2      0.0055
or3         2      0.0076
[cells in the final DEF (no fill, tap or decap), types with 2 or more instances in the layout]
cell type / synthesis / final
ha_1: 9 / 9
clkbuf_8: 0 / 5
xor2_1: 4 / 4
a21oi_1: 2 / 2
clkdlybuf4s50_1: 0 / 35
nand4_1: 3 / 3
buf_4: 1 / 4
nor2_1: 4 / 4
mux4_2: 8 / 8
nor3_1: 2 / 2
dfxtp_1: 10 / 8
edfxtp_1: 33 / 33
inv_1: 13 / 13
nand2_1: 3 / 3
nand3_1: 6 / 6
[path summary, 6_finish.rpt]
check	from	end
max	count[9]	aud_pwm
min	count[0]	count[0]
max reg2reg	count[8]	duty[1][3]
min reg2reg	count[0]	count[0]
[per-layer routing]
layer / vias up / part of all wire / global-route usage
li1: 533 / - / -
met1: 505 / 0.49 / 0.173
met2: 27 / 0.45 / 0.155
met3: 4 / 0.049 / 0.0209
met4: 0 / 0.017 / 0.0196
met5: - / 0 / 0
[power by group]
part           total [mW]  leakage, nW  switching, mW  internal (mW)
clock network       0.350       0.0412          0.187          0.163
logic              0.0806        0.461         0.0238         0.0567
registers           0.686        0.404        0.00823          0.677
[kinds of logic after synthesis]
group,count (synthesis),synth area share
buffers and inverters,15,0.0338
XOR/XNOR,5,0.0241
AND/OR/NAND/NOR,26,0.0821
multiplexers,8,0.0993
adder cells (fa/ha/maj),9,0.0621
flip-flops,43,0.657
AND-OR/OR-AND,11,0.0421
[what timing repair did]
item,CTS,global route
resized,5,4
gates cloned,0,0
setup endpoints to repair,1,1
setup buffers,0,0
hold buffers,0,0
pin swaps,1,3
[state kept, by name (all words and copies together), names as in the netlist]
signal / count
count: 10
duty: 32
aud_en: 1
[stage by stage]
stage / hold slack (ns) / power (mW)
final: 0.483 / 1.12
after detailed placement: 0.470 / 0.783
after floorplan: 0.441 / 0.727
after global placement: 0.469 / 0.781
after global routing: 0.534 / 1.18
after CTS: 0.490 / 1.14
[final cells by class]
type                            count  area [um2]
Fill cell                         500        3280
Tap cell                           72        90.1
Sequential cell                    43        1200
Multi-Input combinational cell     59         582
Timing Repair Buffer               41         397
Clock inverter                      2        12.5
Inverter                           13        48.8
Clock buffer                        6        72.6
No activity file was given, so power comes from the tool's default toggle rates.
